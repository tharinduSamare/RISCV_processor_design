==> /design/flow/design.v <==
module pc(
    input logic                 clk,             
    input logic                 rstN,            
    input logic     [31:0]      pcIn,            
    input logic                 startProcess,    
    input logic                 pcWrite,         
    output logic    [31:0]      pcOut            
    );
    typedef enum logic {    
        idle = 1'b0,
        working = 1'b1
    } state_t;
    state_t current_state;
    always_ff @(posedge clk) begin
        if (~rstN) begin
            current_state <= idle;
        end
        else if (startProcess) begin
            current_state <= working;
        end
    end
    always_ff @(posedge clk  or negedge rstN) begin : assignNextAddress
        if (~rstN) begin   
            pcOut <= '0;
        end 
        else begin
            if (pcWrite && (current_state == working))begin
                pcOut   <= pcIn;
            end
        end
    end
endmodule: pc
==> /design/flow/run.sh <==
#!/bin/bash
# OpenROAD 26Q1-2900-gdf79404cd8, Yosys 0.63+post, stock flow scripts
make -C /OpenROAD-flow-scripts/flow DESIGN_CONFIG=/design/flow/config.mk WORK_HOME=/design/flow/orfs finish
==> /design/flow/constraint.sdc <==
current_design pc

set clk_period 3.1
set clk_io_pct 0.2

create_clock -name clk0 -period $clk_period [get_ports {clk}]

set non_clock_inputs [all_inputs -no_clocks]
set_input_delay [expr $clk_period * $clk_io_pct] -clock clk0 $non_clock_inputs
set_output_delay [expr $clk_period * $clk_io_pct] -clock clk0 [all_outputs]
==> /design/flow/config.mk <==
export PLATFORM = sky130hd
export DESIGN_NAME = pc
export DESIGN_NICKNAME = pc
export VERILOG_FILES = /design/flow/design.v
export SDC_FILE = /design/flow/constraint.sdc
export NUM_CORES = 4
export LEC_CHECK = 1
export CORE_AREA = 10 10 95 95
export DIE_AREA = 0 0 105 105
==> results.ini <==
[run_status]
run_status=finished clean

[synth]
synth.avg_cell_area_um2=19.6
ys_top_cells_by_area=dfrtp_1 (58%), mux2_4 (33%), buf_12 (4.4%), mux2_2 (1.6%), dfxtp_1 (1.5%)
yosysTopAreaCellShare_pct=58.3
ys.flops=33
top_area_cell=dfrtp_1
yosysChipArea_mm2=0.00137
ys_cells=70
synth.distinct_cells=7
yosys_warnings=1
synthCells=70
synth_area_mm2=0.00137
synth-seq-area-share_pct=59.8

[detailed_routing]
dr.pass1.iters=3
dr.first_iter.drc_count=16
vias=833
remaining_drc_errors=0
ant_nets=0
drt_wl_total_um=3240
antenna-diode-count=0
wl_per_cell_um=13.6
drt-vias-per-instance=3.50

[cells_and_area]
finalNonFillerCells=238
fillers=687
seq_area_um2=821
areaGrowthSynthToFinish_pct=59.7
final-comb-area_um2=492
drive_gt1_share_pct=28.9
final_cell_mix=clkdlybuf4s50_1 (66), dfrtp_1 (32), mux2_4 (30)
layout_top_cell=clkdlybuf4s50_1

[critical_path]
r2r_cells=2
start_kind=primary input
crit_path_top_delay_cell=nand2_4
path_class=primary input to register
cp-startpoint=pcWrite
cp-end-kind=register
cpLargestDelayFamily=simple AND/OR/NAND/NOR gates
r2r_start=current_state$_SDFFE_PN0P_
worstPathArrival_ns=1.94
cp.required_ns=3.27
crit_cells=3
path_cells=clkdlybuf4s50_1, nand2_4, mux2_2
cp_max_fo=32
worst-path-buf-inv=1
slowest_delay_ns=0.48

[global_route]
grt_pass1_wl_um=5420
antenna_found_initial=0
grt_max_degree=34
grt_pass1_vias=1028
track_usage_pct=5.92
grt_overflow=0

[clocking]
cts_buffers=5
htree_levels=2
root_buffer=clkbuf_8
cts_tree=done
cts_resized=0
clock_tree.buffer_depth=2
cts_num_sinks=33
post_cts.repair.setup_buffers=0
cts.reportedPaths.clkPinSlew_ns=0.07
ctsHoldBuffers=0
clock_latency_ns=0.28

[die]
fp_util_pct=19.9
dieArea_mm2=0.0110
pin_count=68
fp.dieW_um=105
std_cell_rows=30
coreArea_mm2=0.00691
die_y_um=105

[place]
dp_cells=231
hpwlAfterDp_um=2340
pre_cts_ws_ns=1.01
port_buffers=67
gp_congestion=0.649

[min_path]
hold_class=primary input to asynchronous set/reset pin

[job]
warnings=25
cap_violations=0

[timing]
min_period_ns=1.77
relSlewSlack_pct=59.6
min_period_over_period_pct=57.1
max_freq_ghz=0.564
setup_ws_ns=1.33
rsz0062_at_grt=false
finalClockSkew_ns=0.00427
report.final.slew_viol_count=0
hold_viol=0
tightest_slew_ns=0.606
setup_viol=0
fin_setup_tns_ns=0

[power_and_ir_drop]
power.density_mw_per_mm2=554
leakagePower_nw=0.990
ir_drop_uv=145

-- final cells by class --
| class | count | area share (%) |
|---|---|---|
| clock buffer | 7 | 3.94 |
| sequential | 33 | 37.4 |
| timing repair buffer | 68 | 30.7 |
| multi-input combinational | 34 | 22.4 |
| tap | 96 | 5.48 |
-- cell usage after synthesis --
library cell,count
mux2_2,2
dfxtp_1,1
mux2_4,30
nand2_4,1
o21a_1,1
dfrtp_1,32
buf_12,3
-- metal layers --
layer / vias to the layer above / track usage (%) / wire [um]
met5: - / 0 / 0
met4: 0 / 1.18 / 81
met3: 6 / 1.80 / 166
met2: 32 / 9.65 / 1610
met1: 411 / 7.64 / 1390
li1: 384 / - / -
-- sequential cells by signal, indices dropped and copies added (netlist names) --
name / flops
pcOut: 32
current_state: 1
-- metrics by stage --
stage | cell area, um2 | total power, mW | util (%) | hold slack [ns]
final | 2190 | 1.22 | 31.7 | 0.362
after global routing | 2190 | 1.30 | 31.7 | 0.394
after CTS | 2190 | 1.25 | 31.7 | 0.372
after detailed placement | 2110 | 0.906 | 30.5 | 0.490
after global placement | 2110 | 0.908 | 30.5 | 0.490
after floorplan | 1370 | 0.674 | - | 0.324
-- worst paths after layout --
| check | endpoint | slack [ns] |
|---|---|---|
| max | pcOut[30]$_DFFE_PN0P_ | 1.33 |
| min in group clk0 | pcOut[16]$_DFFE_PN0P_ | 0.51 |
| max reg2reg | pcOut[30]$_DFFE_PN0P_ | 1.79 |
| max in group asynchronous | pcOut[25]$_DFFE_PN0P_ | 2.44 |
| min | pcOut[12]$_DFFE_PN0P_ | 0.36 |
| min reg2reg | pcOut[16]$_DFFE_PN0P_ | 0.51 |
-- cells by family (layout without fill, tap and decap cells) --
family / Yosys count / count (layout) / share of synthesized area (%)
flip-flops: 33 / 33 / 59.8
buffers and inverters: 3 / 75 / 4.38
AND/OR/NAND/NOR: 1 / 1 / 0.820
AND-OR/OR-AND: 1 / 1 / 0.547
multiplexers: 32 / 32 / 34.5
-- power by group --
part / total (mW) / internal (mW) / switching, mW
logic: 0.335 / 0.276 / 0.0589
clock network: 0.323 / 0.176 / 0.147
registers: 0.557 / 0.513 / 0.0443
Power is estimated from default activity; no workload was simulated.
