**design/flow/design.v**
```verilog
module pcAdd(
    input   logic   [31:0]  pcOld,
    output  logic   [31:0]  pcNewFour
    );
    assign pcNewFour = pcOld + 32'd4;
endmodule: pcAdd
```
**design/flow/run.sh**
```bash
#!/bin/bash
# OpenROAD 26Q1-2900-gdf79404cd8, Yosys 0.63+post, stock flow scripts
make -C /OpenROAD-flow-scripts/flow DESIGN_CONFIG=/design/flow/config.mk WORK_HOME=/design/flow/orfs finish
```
**design/flow/config.mk**
```make
export PLATFORM = sky130hd
export DESIGN_NAME = pcAdd
export DESIGN_NICKNAME = pcAdd
export VERILOG_FILES = /design/flow/design.v
export SDC_FILE = /design/flow/constraint.sdc
export NUM_CORES = 4
export LEC_CHECK = 1
export CORE_AREA = 10 10 75 75
export DIE_AREA = 0 0 85 85
```
**design/flow/constraint.sdc**
```tcl
current_design pcAdd

set clk_period 6.9
set clk_io_pct 0.2

create_clock -name clk0 -period $clk_period

set non_clock_inputs [all_inputs -no_clocks]
set_input_delay [expr $clk_period * $clk_io_pct] -clock clk0 $non_clock_inputs
set_output_delay [expr $clk_period * $clk_io_pct] -clock clk0 [all_outputs]
```
==> out/summary.json <==
{
  "wire_per_inst_um": 12.08,
  "floorplan.rows": 23,
  "worst_ir_drop_vdd_mv": 0.01824,
  "hold-path-cell-count": 0,
  "yosys.area_share.adder": 0.02155,
  "worstMarginPinSlew_ps": 531.6,
  "route.antenna.diode_count": 0,
  "tool_warnings": 32,
  "n_sequential_cell": 0,
  "power_per_cell_area_mw_per_mm2": 44.84,
  "postSynthCellCount": 83,
  "die-width_um": 85,
  "element_type_at_the_critical_path_end": "output pin",
  "num_vias": 757,
  "postSynthSeqShare": 0,
  "mostFrequentLayoutCell": "clkdlybuf4s50_1",
  "rsz_0062_raised_after_global_routing": "no",
  "pin_count_of_the_biggest_net_entering_global_routing": 9,
  "critical_path.max_fanout": 8,
  "min_delay_worst_endpoint": "pcNewFour[0]",
  "drcViolationCount": 0,
  "power.leakage_nw": 0.4231,
  "num_io_pins": 64,
  "fin_util": 0.3028,
  "synth_simple_gate_area_share": 0.5172,
  "max_capacitance_violation_count": 0,
  "critPathLaunchType": "input port",
  "synth.distinct_cells": 18,
  "grt_use_total": 0.05840,
  "final_cell_mix": "clkdlybuf4s50_1 (60), xnor2_1 (21), nand3_1 (10), nand2_1 (10), nand4_1 (9)",
  "number_of_warning_messages_in_the_yosys_log": 0,
  "arrival_ps": 3600,
  "criticalPathCategory": "in -> out",
  "period_minus_slack_ps": 4984,
  "wl_um": 2308,
  "ys_chip_area_um2": 580.6,
  "globalplace.congestion": 0.7865,
  "first_global_vias": 780,
  "firstDrtPassIters": 4,
  "clkbuf_count": 0,
  "launch_point_of_the_worst_hold_path": "pcOld[0]",
  "post-cts-setup-buffers": 0,
  "outcome": "complete, no violations",
  "detail_route.vias_per_cell": 3.963,
  "floorplan.core_util": 0.1431,
  "drt_first_iter_violations": 15,
  "floorplan.die_area_mm2": 0.007225,
  "clock.fmax_mhz": 200.6,
  "yosys-mux-area-fraction": 0,
  "core_area_mm2": 0.004058,
  "post_syn_area_um2": 580.6,
  "largest_logic_family": "simple AND/OR/NAND/NOR gates",
  "slew_headroom": 0.6429,
  "required_arrival_time_at_the_worst_endpoint_ps": 5520,
  "setup_viol": 0,
  "fin_setup_tns_ps": 0,
  "synthesis_to_layout_area_growth_pct": 111.6,
  "grt.overflow.total": 0,
  "share_of_post_route_cells_with_drive_strength_above_1": 0.04965,
  "cts.repair.resized": 0,
  "fillerInstances": 422,
  "placement.io_buffers": 60,
  "postRouteAntennaNets": 0,
  "final-seq-area_um2": 0,
  "synth.avg_cell_area_um2": 6.995,
  "yosys.area_share.aoi": 0,
  "grt_first_pass_wirelength_um": 3643,
  "antenna_found_initial": 0,
  "holdBufCountCts": 0,
  "final-max-slew-violation-count": 0,
  "post_synthesis_cell_count_from_yosys": 83,
  "hold_path_class": "in -> out",
  "die_height_um": 85,
  "xor_area_frac": 0.4224,
  "portion_of_the_clock_cycle_consumed_by_the_worst_path_in_the_final_layout": 0.7224,
  "post-dp-hpwl_um": 2090,
  "report.final.hold_viol_count": 0
}
cells in the mapped netlist:
| master | instances | share of area |
|---|---|---|
| and2_1 | 1 | 0.011 |
| and3_1 | 2 | 0.022 |
| and4_1 | 1 | 0.015 |
| and4_2 | 1 | 0.017 |
| buf_4 | 2 | 0.026 |
| ha_1 | 1 | 0.022 |
| inv_1 | 2 | 0.013 |
| nand2_1 | 10 | 0.065 |
| nand3_1 | 10 | 0.086 |
| nand3_2 | 1 | 0.017 |
| nand4_1 | 9 | 0.097 |
| nand4_2 | 1 | 0.022 |
| nor2_1 | 7 | 0.045 |
| nor3_1 | 3 | 0.026 |
| nor4_4 | 2 | 0.073 |
| or2_2 | 2 | 0.022 |
| xnor2_1 | 21 | 0.32 |
| xor2_1 | 7 | 0.11 |
metrics by stage:
stage	instances	setup WS [ps]	power (W)	hold slack [ps]	area [µm²]
4_1_cts	191	1860	0.00005640	2760	1229
3_5_place_dp	191	1851	0.00005613	2760	1229
3_3_place_gp	191	1914	0.00005640	2760	1229
2_1_floorplan	83	3172	0.00001078	2769	580.6
6_report	191	1916	0.00005509	2760	1229
5_1_grt	191	1688	0.00006056	2760	1229
how the worst max path moves through the flow:
stage / from / end / slack [ps] / cells past startpoint
4_1_cts: pcOld[2] / pcNewFour[28] / 1860 / 7
5_1_grt: pcOld[2] / pcNewFour[30] / 1690 / 7
6_report: pcOld[2] / pcNewFour[28] / 1920 / 7
routing by layer:
| layer | routed length (µm) | track usage |
|---|---|---|
| met4 | 0 | 0 |
| met1 | 998 | 0.07055 |
| met5 | 0 | 0 |
| met2 | 1080 | 0.1008 |
| met3 | 229 | 0.02312 |
final cells by class:
| type | count | area [µm²] | share of cell area |
|---|---|---|---|
| repair buffers | 60 | 600.6 | 0.4888 |
| multi-input cells | 79 | 558.0 | 0.4542 |
| well taps | 50 | 62.56 | 0.05092 |
| inverters | 2 | 7.507 | 0.006110 |
worst max-delay path, stage by stage:
cell and delay [ps]:
clkdlybuf4s50_1 520, ha_1 190, nand3_1 240, nor4_4 440
nand4_1 180, xnor2_1 160, clkdlybuf4s50_1 490
where the power goes:
group | internal, W | total [W] | switching [W]
Sequential | 0 | 0 | 0
Clock | 0 | 0 | 0
Combinational | 0.0000385 | 0.0000551 | 0.0000166
Total | 0.0000385 | 0.0000551 | 0.0000166
cell families (layout without fill, tap and decap cells):
kind of cell	after synthesis	in the layout
and+or+nand+nor	50	50
xor gates and xnor gates	28	28
buffers and inverters	4	62
adders and majority gates	1	1
Power figures rest on the tool's default switching activity, not on a simulated workload.
