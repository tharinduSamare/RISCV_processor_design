[design/flow/run.sh]
#!/bin/bash
# OpenROAD 26Q1-2900-gdf79404cd8, Yosys 0.63+post, stock flow scripts
make -C /OpenROAD-flow-scripts/flow DESIGN_CONFIG=/design/flow/config.mk WORK_HOME=/design/flow/orfs finish
[design/flow/config.mk]
export PLATFORM = sky130hd
export DESIGN_NAME = pipelineRegister_IF_ID
export DESIGN_NICKNAME = pipelineRegister_IF_ID
export VERILOG_FILES = /design/flow/design.v
export SDC_FILE = /design/flow/constraint.sdc
export NUM_CORES = 4
export LEC_CHECK = 1
export CORE_UTILIZATION = 30
[design/flow/constraint.sdc]
current_design pipelineRegister_IF_ID

set clk_period 4.2
set clk_io_pct 0.2

create_clock -name clk0 -period $clk_period [get_ports {clk}]

set non_clock_inputs [all_inputs -no_clocks]
set_input_delay [expr $clk_period * $clk_io_pct] -clock clk0 $non_clock_inputs
set_output_delay [expr $clk_period * $clk_io_pct] -clock clk0 [all_outputs]
[design/flow/design.v]
module pipelineRegister_IF_ID( 
    input logic             clk,
    input logic             rstN,
	input logic 		    startProcess,
    input logic [31 : 0]    pcIn,
    input logic [31 : 0]    instructionIn,
    input logic             harzardIF_ID_Write,
    input logic             IF_flush,
    output logic [31 : 0]   pcOut,
    output logic [31 : 0]   instructionOut
);
    typedef enum logic [2:0] {    
        idle,
        waiting,
        working
    } state_t;
    state_t current_state;
    logic [1:0] counter;
    always_ff @(posedge clk) begin
        if (~rstN) begin
            current_state <= idle;
            counter <= 0;
        end
        else begin
            case (current_state)
                idle: begin
                    if (startProcess) begin
                        current_state <= working;
                        counter <= counter + 1'b1;
                    end
                    else begin
                        current_state <= idle;
                        counter <= 0;
                    end
                end
                waiting: begin
                    if (counter == 2'd2) begin
                        current_state <= working;
                        counter <= counter;
                    end
                    else begin
                        current_state <= waiting;
                        counter <= counter + 1'b1;
                    end
                end
                working: begin
                    current_state <= working;
                end
            endcase
        end
    end
    always_ff @( posedge clk or negedge rstN ) begin : IF_ID_REGISTER
        if (~rstN) begin
            pcOut               <=      '0;
            instructionOut      <=      {25'b0, 7'b0010011};  
        end
        else begin
            if (IF_flush && (current_state == working)) begin  
                pcOut               <=      '0;
                instructionOut      <=      {25'b0, 7'b0010011};  
            end
            else if (~harzardIF_ID_Write && (current_state == working)) begin  
                pcOut               <=      pcOut;
                instructionOut      <=      instructionOut;
            end
            else if (current_state == working) begin
                pcOut               <=      pcIn;
                instructionOut      <=      instructionIn;
                end
		end
    end
endmodule
==> results_slide.txt <==
Physical Implementation Snapshot

Setup path
  • Worst setup EP type: flop
  • Max stage delay on crit path: 0.73 ns
  • Crit path cell chain: clkdlybuf4s50_1 > o21ai_4 > buf_12 > a22o_1
  • Top delay family on crit path: AND-OR/OR-AND gates
  • Largest driver fanout on the critical path: 32
  • Startpoint types: input pin
  • Crit path DAT: 2.58 ns
  • Crit path to: instructionOut[12]$_DFFE_PN0P_
  • CP Launch Point: IF_flush
  • CP Class: in -> reg
  • Critical path depth: 4
  • FF-to-FF Start: current_state[1]$_DFF_P_
  • Reg2reg path depth: 4
  • CP max-delay cell: o21ai_4
  • FF-to-FF setup slack: 2.54 ns
  • FF-to-FF End: pcOut[13]$_DFFE_PN0P_
  • Worst Path Required: 4.46 ns
  • Buf/Inv on CP: 2

Detailed routing
  • Vias per inst: 4.65
  • Total number of vias: 1925
  • Mean routed wirelength per cell: 14.9 um
  • DRC Markers: 0
  • Initial DRC count: 73
  • Post-Route WL: 6.15 mm
  • Detail Route Antenna Nets: 0
  • DRT Pass-1 Iters: 4
  • Diode count: 0

Layout
  • Most numerous logic cell after layout: clkdlybuf4s50_1
  • Flop area: 0.00171 mm^2
  • Non-Filler Instances: 414
  • Share of layout cells above drive strength 1: 8.41%
  • Comb. cell area: 721 um^2
  • Fillers: 701
  • Most common logic cells in the final layout: clkdlybuf4s50_1 (131), a22o_1 (61), dfrtp_1 (61)
  • Layout area overhead: 61.8%

Hold path
  • Hold crit path type: in -> async

Timing
  • WHS: 0.452 ns
  • Actual slew at the worst max-slew pin: 0.839 ns
  • Worst slew margin: 43.9%
  • Fmax: 432 MHz
  • RSZ-0062 raised after global routing: false
  • Worst clock skew: 0.00618 ns
  • Post-route clock period utilization: 55.1%
  • TNS Setup: 0 ns
  • Final Max Tran Viols: 0
  • Hold Violations, Final: 0
  • Final setup viols: 0
  • Minimum clock period: 2.32 ns

Pwr
  • Switch share: 22.2%
  • Pwr dens: 397 mW/mm^2
  • Power Internal: 1.28 mW
  • P_sw: 364 uW
  • Sequential cell fraction of total power: 48.3%
  • Clock power share: 32.6%
  • Peak supply drop: 0.201 mV
  • Combinational share of power: 19.1%
  • Static Leak: 1.79 nW

Synthesis
  • Dominant cell area share: 59.8%
  • Register share after synthesis: 66.8%
  • Synth area leader: dfrtp_1
  • Yosys cell count: 170
  • Mean post-synth cell area: 15.0 um^2
  • Yosys cell types: 24
  • Synth Register Bits: 69
  • Cells after Synth: 170
  • Post-synth area from yosys stat: 0.00255 mm^2
  • Post-Synthesis Cell Area: 0.00255 mm^2
  • YS warnings: 1
  • Cell area leaders: dfrtp_1 (60%), a22o_1 (21%), dfxtp_1 (3.9%)

Floorplan
  • # rows: 33
  • Core Region: 0.00822 mm^2
  • Fp_density: 31.1%
  • Chip area: 0.00888 mm^2
  • Die y size: 94.3 um
  • IO Pins: 133
  • Die width: 94.3 um

Clock network
  • Deepest clock path buffer count: 2
  • H-tree depth: 3
  • CTS root buf: clkbuf_8
  • CTS tree: yes
  • Clock-pin slew of the registers on the worst-case setup and hold paths: 0.07 ns
  • Clk Latency, worst-skew pair: 0.33 ns
  • Hold Buf Count CTS: 0
  • Setup repair bufs after CTS: 0
  • Total CTS buffers: 9
  • Clock sinks: 69
  • Cts repair resizes: 0

Global routing
  • Vias in the first global route: 1925
  • GR peak layer: met1
  • First-pass GRT wire length: 9.80 mm
  • Grt ovf: 0
  • GR Layer Usage met2: 20.5%
  • Initial antenna violation count: 0
  • Largest net degree at the start of global routing: 50
  • Total GRT Usage: 14.8%
  • Grt met3 use: 4.28%
  • M1 GR Usage: 24.5%

Place
  • Hpwl dp: 4.14 mm
  • GP Congestion: 0.721
  • Dpl cells: 398
  • # port buffers: 132

Job
  • OpenROAD warning count: 25
  • Max-cap violations: 0

Run status
  • Status: finished, final reports clean
==> kinds of logic after synthesis <==
family	share of synthesized area (%)
fa+ha+maj	0.490
flops	66.8
simple gates	2.89
compound gates	24.8
buf+inv	5.00
==> flip-flops by register name (all words and copies together) (netlist names) <==
register        count
pcOut              32
current_state       3
instructionOut     32
counter             2
==> worst min-delay path by stage <==
stage | cells after the start | end | slack (ns)
final | 1 | instructionOut[13]$_DFFE_PN0P_ | 0.45
after global routing | 1 | instructionOut[8]$_DFFE_PN0P_ | 0.46
after CTS | 1 | instructionOut[8]$_DFFE_PN0P_ | 0.44
==> power by group through the flow <==
| stage | logic (mW) | clock network (mW) | registers [mW] |
|---|---|---|---|
| after global routing | 0.344 | 0.589 | 0.803 |
| final | 0.313 | 0.534 | 0.793 |
| after CTS | 0.319 | 0.559 | 0.793 |
==> per-layer routing <==
metal | share of wire, % | wire, um
met5 | 0 | 0
met4 | 1.0 | 63
met3 | 7.3 | 451
met2 | 43 | 2620
met1 | 49 | 3010
==> Yosys cell counts (all sizes together) <==
library cell / count
o311a: 1
a21oi: 2
o22a: 4
nor2b: 2
dfstp: 3
nand2: 3
inv: 3
dfrtp: 61
nor2: 2
dfxtp: 5
ha: 1
buf: 12
a21boi: 2
nor3: 2
nand3: 1
or2: 1
o21ai: 2
o31a: 1
a22o: 61
and2: 1
==> stage by stage <==
stage	total power [mW]	instance area [um^2]	worst slack (ns)	util, %
floorplan	0.877	2550	2.74	-
global placement	1.12	3930	1.56	47.9
detailed placement	1.12	3930	1.52	47.9
CTS	1.67	4130	1.88	50.3
global route	1.74	4130	1.77	50.3
finish	1.64	4130	1.88	50.3
==> final cells by class <==
class,instances,area share (%)
sequential,69,41.3
timing repair buffer,135,33.0
multi-input combinational,86,17.4
clock buffer,11,3.42
tap,105,3.18
clock inverter,5,1.42
inverter,3,0.272
Power figures rest on the tool's default switching activity, not on a simulated workload.
